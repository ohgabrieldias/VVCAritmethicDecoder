[./run.sh]
#!/bin/bash
# OpenROAD 26Q1-2900-gdf79404cd8, Yosys 0.63+post, stock flow scripts
make -C /OpenROAD-flow-scripts/flow DESIGN_CONFIG=/design/flow/config.mk WORK_HOME=/design/flow/orfs finish
[./config.mk]
export PLATFORM = sky130hd
export DESIGN_NAME = Decoder
export DESIGN_NICKNAME = Decoder
export VERILOG_FILES = /design/flow/design.v
export SDC_FILE = /design/flow/constraint.sdc
export NUM_CORES = 4
export LEC_CHECK = 1
export CORE_UTILIZATION = 50
[./constraint.sdc]
current_design Decoder

set clk_period 16.1
set clk_io_pct 0.2

create_clock -name clk0 -period $clk_period [get_ports {clk}]

set non_clock_inputs [all_inputs -no_clocks]
set_input_delay [expr $clk_period * $clk_io_pct] -clock clk0 $non_clock_inputs
set_output_delay [expr $clk_period * $clk_io_pct] -clock clk0 [all_outputs]
[./design.v]
module Decoder #(parameter BIN_WIDTH = 4)(
    input clk,                
    input reset,              
    input bypass,             
    input [7:0] pState_in,    
    input [1:0] n_bin,              
    input [15:0] m_value_binRE_in,
    input [16:0] m_value_binEP0_in,
    input [16:0] m_value_binEP1_in,
    input [16:0] m_value_binEP2_in,
    input [16:0] m_value_binEP3_in,
    output wire [BIN_WIDTH - 1:0] bin,    
    output wire [15:0] m_value_binRE_out,      
    output wire [16:0] m_value_binEP0_out,
    output wire [16:0] m_value_binEP1_out,
    output wire [16:0] m_value_binEP2_out,
    output wire [16:0] m_value_binEP3_out,
    output wire [2:0] numBits,                  
    output wire mps_renorm,
    output wire lps
);
    reg [8:0] m_range;               
    reg [15:0] m_value;               
    wire [BIN_WIDTH - 1:0] bin_out_binEP;
    wire [BIN_WIDTH - 1:0] bin_out_bin;
    wire [15:0] m_value_out_binEP;            
    wire [15:0] m_value_out;               
    wire [8:0] m_range_out_bin;               
    wire [8:0] m_range_out;               
    DecodeBinEP #(BIN_WIDTH) decodeBinEP (
        .m_range(m_range),
        .m_value_in(m_value),
        .new_m_value_in0(m_value_binEP0_in),
        .new_m_value_in1(m_value_binEP1_in),
        .new_m_value_in2(m_value_binEP2_in),
        .new_m_value_in3(m_value_binEP3_in),
        .m_value_out(m_value_out_binEP),
        .m_value0_out(m_value_binEP0_out),
        .m_value1_out(m_value_binEP1_out),
        .m_value2_out(m_value_binEP2_out),
        .m_value3_out(m_value_binEP3_out),
        .bin_out(bin_out_binEP),
        .n_bin(n_bin)
    );
    DecodeBin #(BIN_WIDTH) decodeBin (
        .m_range_in(m_range),
        .m_value_in(m_value),
        .pState_in(pState_in),
        .bin_out(bin_out_bin),
        .lps(lps),
        .mps_renorm(mps_renorm),
        .numBits_out(numBits),
        .m_range_out(m_range_out_bin),
        .m_value_out(m_value_binRE_out)
    );
    assign m_value_out = bypass ? m_value_out_binEP : m_value_binRE_in;
    assign bin = bypass ? bin_out_binEP : bin_out_bin;
    assign m_range_out = bypass ? m_range : m_range_out_bin;
    always @(posedge clk or posedge reset) begin
        if (reset) begin
            m_range <= 9'd510;           
            m_value <= 16'd36049;        
        end else begin
            m_value <= m_value_out;
            if (!bypass) begin
                m_range <= m_range_out;
            end
        end
    end
endmodule
module DecodeBinEP #(parameter BIN_WIDTH = 4)(
    input [8:0] m_range,       
    input [15:0] m_value_in,
    input [16:0] new_m_value_in0,
    input [16:0] new_m_value_in1,
    input [16:0] new_m_value_in2,
    input [16:0] new_m_value_in3,
    input [1:0] n_bin,                   
    output wire [16:0] m_value0_out,
    output wire [16:0] m_value1_out, 
    output wire [16:0] m_value2_out,
    output wire [16:0] m_value3_out,
    output reg [BIN_WIDTH - 1:0] bin_out,
    output reg [15:0] m_value_out  
);
    reg [15:0] scaledRange;  
    wire [15:0] m_value1;
    wire [15:0] m_value2;
    wire [15:0] m_value3;
    wire [15:0] m_value4;
    wire bin_out1;
    wire bin_out2;
    wire bin_out3;
    wire bin_out4;
    Decode_1xEP decode1 (
        .scaledRange(scaledRange),
        .m_value_in(m_value_in),
        .new_m_value_in(new_m_value_in0),
        .value_shifted_out(m_value0_out),
        .m_value_out(m_value1),
        .bin_out(bin_out1)
    );
    Decode_1xEP decode2 (
        .scaledRange(scaledRange),
        .m_value_in(m_value1),
        .new_m_value_in(new_m_value_in1),
        .value_shifted_out(m_value1_out),
        .m_value_out(m_value2),
        .bin_out(bin_out2)
    );
    Decode_1xEP decode3 (
        .scaledRange(scaledRange),
        .m_value_in(m_value2),
        .new_m_value_in(new_m_value_in2),
        .value_shifted_out(m_value2_out),
        .m_value_out(m_value3),
        .bin_out(bin_out3)
    );
    Decode_1xEP decode4 (
        .scaledRange(scaledRange),
        .m_value_in(m_value3),
        .new_m_value_in(new_m_value_in3),
        .value_shifted_out(m_value3_out),
        .m_value_out(m_value4),
        .bin_out(bin_out4)
    );
    always @(*) begin
        scaledRange = m_range << 7;
        case (n_bin)
            2'b00: m_value_out = m_value1;
            2'b01: m_value_out = m_value2;
            2'b10: m_value_out = m_value3;
            2'b11: m_value_out = m_value4;
        endcase
        case (n_bin)
            2'b00: bin_out = {3'b000, bin_out1};
            2'b01: bin_out = {2'b00, bin_out2, bin_out1};
            2'b10: bin_out = {1'b0, bin_out3, bin_out2, bin_out1};
            2'b11: bin_out = {bin_out4, bin_out3, bin_out2, bin_out1};
        endcase
    end
endmodule
module Decode_1xEP(
    input wire [15:0] scaledRange,       
    input wire [15:0] m_value_in,
    input wire [16:0] new_m_value_in,
    output reg [16:0] value_shifted_out,
    output reg [15:0] m_value_out, 
    output reg bin_out
);
    always @(*) begin
        bin_out = (new_m_value_in >= scaledRange);
        if (bin_out)
            m_value_out = new_m_value_in - scaledRange;
        else
            m_value_out = new_m_value_in;
        value_shifted_out = m_value_in << 1;
    end
endmodule
module RenormTableROM (
    input wire [4:0] addr,        
    output reg [2:0] data_out     
);
    always @(*) begin
        case (addr)
            5'd0:  data_out = 3'd6;
            5'd1:  data_out = 3'd5;
            5'd2:  data_out = 3'd4;
            5'd3:  data_out = 3'd4;
            5'd4:  data_out = 3'd3;
            5'd5:  data_out = 3'd3;
            5'd6:  data_out = 3'd3;
            5'd7:  data_out = 3'd3;
            5'd8:  data_out = 3'd2;
            5'd9:  data_out = 3'd2;
            5'd10: data_out = 3'd2;
            5'd11: data_out = 3'd2;
            5'd12: data_out = 3'd2;
            5'd13: data_out = 3'd2;
            5'd14: data_out = 3'd2;
            5'd15: data_out = 3'd2;
            5'd16: data_out = 3'd1;
            5'd17: data_out = 3'd1;
            5'd18: data_out = 3'd1;
            5'd19: data_out = 3'd1;
            5'd20: data_out = 3'd1;
            5'd21: data_out = 3'd1;
            5'd22: data_out = 3'd1;
            5'd23: data_out = 3'd1;
            5'd24: data_out = 3'd1;
            5'd25: data_out = 3'd1;
            5'd26: data_out = 3'd1;
            5'd27: data_out = 3'd1;
            5'd28: data_out = 3'd1;
            5'd29: data_out = 3'd1;
            5'd30: data_out = 3'd1;
            5'd31: data_out = 3'd1;
            default: data_out = 3'd0;   
        endcase
    end
endmodule
module DecodeBin #(parameter BIN_WIDTH = 3)(
    input wire [8:0] m_range_in,        
    input wire [15:0] m_value_in,       
    input wire [7:0] pState_in,         
    output reg [BIN_WIDTH - 1:0] bin_out,   
    output reg lps,                
    output reg mps_renorm,             
    output reg [2:0] numBits_out,       
    output reg [8:0] m_range_out,       
    output reg [15:0] m_value_out       
);
    wire [7:0] ivlLpsRange;  
    wire [4:0] romIndex;     
    wire [2:0] renormTableData;  
    reg [15:0] scaledRange;  
    reg [2:0] numBits;       
    RenormTableROM ROM (
        .addr(romIndex), 
        .data_out(renormTableData)
    );
    getLPS getLPS (
        .state(pState_in),
        .range(m_range_in),
        .lps(ivlLpsRange)
    );
    assign romIndex = ivlLpsRange >> 3;
    always @(*) begin
        numBits = 1;
        mps_renorm = 1;      
        lps = 0;         
        scaledRange = (m_range_in - ivlLpsRange) << 7;
        bin_out = pState_in >> 7;  
        m_range_out = m_range_in - ivlLpsRange;
        if (m_value_in >= scaledRange) begin
            numBits = renormTableData;  
            m_value_out = (m_value_in - scaledRange) << numBits;
            m_range_out = ivlLpsRange << numBits;
            bin_out = ~bin_out;  
            lps = 1;
        end
        else begin
            m_value_out = m_value_in;
            if (m_range_out < 256) begin
                mps_renorm = 0;
                numBits = 1;  
                m_range_out = m_range_out << numBits;
                m_value_out = m_value_in << numBits;
            end
        end
        numBits_out = numBits;
    end
endmodule
module getLPS(
    input wire [7:0] state,
    input wire [8:0] range,   
    output reg [7:0] lps
);
    reg [15:0] q;
    reg [15:0] q_shifted;
    reg [8:0] range_shifted;
    reg [15:0] mult_result;
    reg [15:0] add_result;
    always @(*) begin
        if (state[7]) 
            q = {8'b0, state} ^ 16'h00FF;
        else 
            q = {8'b0, state};
        q_shifted = q >> 2;
        range_shifted = range >> 5;
        mult_result = q_shifted * {7'b0, range_shifted};
        add_result = mult_result >> 1;
        lps = add_result[7:0] + 4;
    end
endmodule
==> run_results.csv <==
group,metric,value,unit
run_status,status,"completed",
clocking,cts_tree,"yes",
critical_path,r2r-end,"m_range[2]$_DFFE_PP1N_",
critical_path,crit_fanout,13,
synthesis,top_cells_by_count,"ha_1, inv_1, o21ai_0",
die,dieArea,0.0132,sq mm
finish,drive_gt1_frac,0.102,
die,rows,40,
worst_hold_path,holdCritStartpoint,"m_range[0]$_DFFE_PP0N_",
worst_hold_path,holdPathStages,2,
drt,vias,6596,
synthesis,edf_count,0,
drt,first_iter_violations,542,
drt,wirelength,20900,um
clocking,htree_num_levels,1,
synthesis,largest_area_cell,"ha_1",
final_timing,fin_setup_tns,0,ns
critical_path,worst-r2r-setup-slack,8.88,ns
final_timing,finalHoldViolCount,0,
clocking,clock_sinks,25,
placement,place_ws,2.00,ns
critical_path,reg2reg_depth,23,
clocking,clockBufferDepth,2,
critical_path,worstSetupPathType,"in -> out",
drt,ant_nets,0,
final_timing,drv_slew,0,
synthesis,yosysMostFrequentCell,"ha_1",
drt,wl_per_cell,19.0,um
drt,drc,0,
final_timing,period_needed,14.13,ns
critical_path,reg2reg_from,"m_range[8]$_DFFE_PP1N_",
job,tool_warnings,28,
final_timing,clock_skew,0.00116,ns
synthesis,netlist_area,0.00636,sq mm
critical_path,critPathRequiredTime,12.88,ns
global_route,grt_pass1_vias,6414,
worst_hold_path,worst_hold_path.endpoint,"m_range[0]$_DFFE_PP0N_",
drt,diodes,0,
clocking,numCtsBuffers,3,
synthesis,synth_flops,25,
clocking,holdBufCountCts,0,
synthesis,netlist_instances,784,
final_timing,fmax,70.8,MHz
clocking,cts-root-buf,"clkbuf_16",
drt,first_pass_iters,5,
synthesis,ys_top_cells_by_area,"ha_1, dfstp_2, mux2_2, dfrtp_1, mux2i_1",
placement,port_buffers,183,
final_timing,hold_slack,0.750,ns
die,die-height,115,um
die,ios,190,
placement,hpwlAfterDp,17400,um
placement,globalplace.congestion,1.03,
final_timing,relSlewSlack,0.454,
synthesis,ys_seq_frac,0.101,
critical_path,cp.arrival,10.91,ns
finish,fill_cells,988,
synthesis,ys_chip_area,0.00636,sq mm
critical_path,crit_slowest_cell,"clkdlybuf4s50_1",
synthesis,yosys.area.top_type_share,0.130,
critical_path,cp-start-kind,"input pin",
die,die_w,115,um
finish,stdcell_count,1099,
global_route,grt_overflow,0,
clocking,insertion_delay,0.25,ns
drt,viasPerCell,6.00,
critical_path,setup.worst_path.end_class,"output pin",
critical_path,critPathMaxStageDelay,0.64,ns
global_route,grtUsageTotal,0.331,
placement,dp_cells,1095,
finish,final_core_util,0.675,
final_timing,rsz0062_at_grt,"no",
synthesis,synth.avg_cell_area,8.11,sq um
global_route,grt_max_degree,35,
die,core,0.0122,sq mm
clocking,clk_pin_slew,0.06,ns
clocking,cts_resized,0,
finish,seq_area,644,sq um
worst_hold_path,hp-class,"reg -> reg",
global_route,grt_first_pass_wirelength,33000,um
die,fp_util,0.520,
synthesis,synth_cell_types,97,
synthesis,synthFlopType,"dfstp_2",
synthesis,ys_cells,784,
global_route,grt_antenna_before_repair,0,
job,drv_cap,0,
clocking,postCtsSetupRepairBufs,0,
final_timing,setup_viol,0,
final_timing,fin_crit_sh,0.878,
finish,final-comb-area,0.00517,sq mm
final_timing,tightest_slew,0.816,ns
synthesis,ys.warnings.count,6,
synthesis,synthArstFlopShare,1.00,
final_timing,worst_slack,1.97,ns
finish,syn_to_final_growth,29.6,%
-- metal layers --
| metal | track usage | vias to the layer above | share of wire | wire, um |
|---|---|---|---|---|
| met5 | 0 | - | 0 | 0 |
| met4 | 0.0996 | 0 | 0.035 | 724 |
| met3 | 0.0509 | 47 | 0.069 | 1440 |
| met2 | 0.527 | 303 | 0.46 | 9590 |
| met1 | 0.475 | 3054 | 0.44 | 9110 |
| li1 | - | 3192 | - | - |
-- worst max path at each step --
stage         depth (start not counted)                    to    startpoint
finish                               26  m_value_binRE_out[1]  pState_in[7]
CTS                                  26  m_value_binRE_out[1]  pState_in[7]
global route                         26  m_value_binRE_out[1]  pState_in[7]
-- area by class of cell --
type | count | share of cell area
clock inverters | 1 | 0.000607
flip-flops and latches | 25 | 0.0782
repair buffers | 193 | 0.231
well taps | 168 | 0.0255
multi-input cells | 648 | 0.627
inverters | 61 | 0.0278
clock buffers | 3 | 0.00911
-- placed cells by master (no fill, tap or decap), types with 11 or more instances in the layout --
| cell type | instances |
|---|---|
| a22oi_1 | 12 |
| a21boi_0 | 11 |
| nand3_1 | 12 |
| nor3_1 | 13 |
| nor2_1 | 43 |
| dfstp_2 | 15 |
| and2_1 | 21 |
| a21oi_1 | 35 |
| nand2_1 | 49 |
| xor2_1 | 16 |
| ha_1 | 66 |
| inv_1 | 59 |
| mux2_2 | 32 |
| o21ai_0 | 50 |
| clkdlybuf4s50_1 | 183 |
| fa_1 | 12 |
| mux2i_1 | 25 |
| xnor2_1 | 27 |
| nor2b_1 | 18 |
-- cell families (layout without fill, tap and decap cells) --
kind of cell | count (synthesis) | after routing | share of synthesized area
flip-flops | 25 | 25 | 0.101
multiplexers | 67 | 67 | 0.130
other | 1 | 4 | 0.000590
adder cells (fa/ha/maj) | 79 | 79 | 0.169
XOR/XNOR | 45 | 45 | 0.0644
AND-OR/OR-AND | 237 | 237 | 0.265
buffers and inverters | 114 | 258 | 0.0872
AND/OR/NAND/NOR | 216 | 216 | 0.182
-- critical path: cells and delay by family --
kind,cells,cell delay [ns]
AND/OR/NAND/NOR,3,0.57
adder cells (fa/ha/maj),7,2.93
XOR/XNOR,4,1.13
AND-OR/OR-AND,6,1.50
buffers and inverters,6,1.54
-- registers in the layout, indices dropped and copies added (netlist names) --
register and flops:
m_range 9, m_value 16
-- stage by stage --
stage | area (sq um)
2_1_floorplan | 6370
3_3_place_gp | 8160
3_5_place_dp | 8160
4_1_cts | 8240
5_1_grt | 8240
6_report | 8240
